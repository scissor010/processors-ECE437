$ cat design/flow/run.sh
#!/bin/bash
# OpenROAD 26Q1-2900-gdf79404cd8, Yosys 0.63+post, stock flow scripts
make -C /OpenROAD-flow-scripts/flow DESIGN_CONFIG=/design/flow/config.mk WORK_HOME=/design/flow/orfs finish
$ cat design/flow/config.mk
export PLATFORM = sky130hd
export DESIGN_NAME = addr32bit
export DESIGN_NICKNAME = addr32bit
export VERILOG_FILES = /design/flow/design.v
export SDC_FILE = /design/flow/constraint.sdc
export NUM_CORES = 4
export LEC_CHECK = 1
export CORE_AREA = 10 10 103 103
export DIE_AREA = 0 0 113 113
$ cat design/flow/design.v
module addr1bit
(
input wire a,
input wire b,
input wire cin,
output wire s,
output wire cout
);
assign s = cin ^ (a ^ b);
assign cout = ((~ cin) & b & a) | (cin & (b | a));
endmodule
module addr32bit	 
(
	input  logic [31:0] a,
	input  logic [31:0] b,
	input  logic mode,	 
	output logic [31:0] result,
	output logic vldflg,
	output logic cryflg,
	output logic ngtflg,
	output logic zroflg
);
	logic [32:0] carrys;
	genvar i;
	assign carrys[0] = mode;	 
	generate
		for(i = 0; i <= 31; i = i + 1)
		begin:addername
			addr1bit IX (.a(a[i]), .b(b[i] ^ mode), .cin(carrys[i]),.s(result[i]), .cout(carrys[i+1]));
		end
	endgenerate
	assign vldflg = carrys[32] ^ carrys[31];	 
	assign cryflg = mode ^ carrys[32];		 
	assign ngtflg = result[31];	 
	assign zroflg = !(1&&result);			 
endmodule
$ cat design/flow/constraint.sdc
current_design addr32bit

set clk_period 14.0
set clk_io_pct 0.2

create_clock -name clk0 -period $clk_period

set non_clock_inputs [all_inputs -no_clocks]
set_input_delay [expr $clk_period * $clk_io_pct] -clock clk0 $non_clock_inputs
set_output_delay [expr $clk_period * $clk_io_pct] -clock clk0 [all_outputs]
==> run notes <==
Run status
• status: finished with violations
• failing checks: negative setup slack

Synthesis
• yosys stat area: 1500 µm²
• Complex Gates by Area: 0%
• most common cell in the synthesized netlist: inv_1
• sequential area share after synthesis: 0%
• main logic family after synthesis: adder cells
• Post-Synthesis Cell Area: 1500 µm²
• adder-cell share of the synthesized area: 41.4%
• Post-Synthesis Cells: 175
• area share of xor/xnor cells in the synthesized design: 19.9%
• largest area contributor in the netlist: fa_1
• leading post-synthesis cells by cell area: fa_1 (41%), xnor2_1 (19%), buf_4 (16%)
• syn avg cell area: 8.56 µm²
• number of unique standard cell types used by synthesis: 14
• Largest type area fraction: 41.4%
• Basic Gates by Area: 5.18%
• Mux cell area share: 0.668%
• cells in synth_stat.txt: 175
• Post-synth top cells: inv_1 (62), buf_4 (32), xnor2_1 (32)
• Yosys warnings: 0

Finish
• fraction of final layout cells sized beyond drive strength 1: 29.6%
• final non-filler cell area: 2570 µm²
• area added between synthesis and finish: 71.4%
• Filler cells: 849
• tally of clock buffers in the finished layout: 0
• flop count: 0
• Sequential Area: 0 µm²

Setup path
• worst-path maximum fanout: 2
• slowest CP cell: fa_2
• kind of start point of the critical path: input port
• endpoint class of the critical path: output port
• endpoint arrival time on the critical path: 15.25 ns
• critical setup path kind: in2out
• cell seen most often among critical-path stages: fa_2
• critical path required time: 11.20 ns
• critical path's largest stage delay: 0.53 ns
• worst setup path start: b[1]

Routing
• vias per cell: 3.40
• number of nets with antenna violations after detailed routing: 0
• number of antenna diodes: 0
• Remaining DRCs: 0
• via count of the routed design: 1,217
• Total Wirelength: 4950 µm
• average wire per cell in the routed design: 13.8 µm
• number of search-and-repair iterations in the first detailed-routing pass: 3
• number of design-rule violations left by the first detailed-router iteration: 21

Placed design
• GP Congestion: 0.784
• number of port buffers: 101
• DPL Wire Length: 4720 µm
• cell area reported after detailed placement: 2530 µm²

STA
• pin slew with the least headroom to its limit: 0.391 ns
• final number of setup-violating endpoints: 14
• worst setup slack after layout: -4.05 ns
• number of failing hold endpoints at the final stage: 0
• post-layout period usage: 129%
• worst-case headroom to the max-slew limit: 73.9%
• unrepaired setup endpoints after global routing: yes
• final critical delay including setup and external delays: 18.05 ns
• Peak Freq: 55.4 MHz
• final-report max-slew violation count: 0

Power and ir drop
• PnR Total Power: 167 µW
• Static Leakage: 0.00112 µW
• worst vdd rail ir drop: 0.0000305 V
• power density relative to cell area: 65.1 nW/µm²

Floorplanning
• starting density of the core: 18.0%
• Core Area: 8300 µm²
• Chip Area: 12,800 µm²
• FP Rows: 33
• die width: 113 µm
• number of primary I/O pins: 101
• height of the die: 113 µm

Job
• OpenROAD warnings: 35
• # Max-Cap Violations: 0

Global routing
• GRT Util Overall: 7.66%
• pin count of the biggest net entering global routing: 24
• initial antenna violation count: 0
• vias in the first global route: 1,452
• overflow left after global routing: 0
• first-pass GRT wire length: 7780 µm

Hold path
• startpoint of the lowest-slack hold path: a[0]
• worst min-delay path class: in2out

==> where the power goes <==
group | switching, µW | internal [µW]
Combinational | 60.8 | 106
Clock | 0 | 0
Sequential | 0 | 0
==> area by class of cell <==
type               instances  area (µm²)  share of cell area [%]
multi-input cells         77        1130                    44.0
well taps                105         131                    5.12
inverters                 62         233                    9.06
repair buffers           114        1070                    41.9
==> through the flow <==
stage	TNS, ns	cells	utilization [%]	hold slack, ns	setup WS (ns)
after global routing	-36.86	358	30.9	6.33	-4.46
after floorplan	-29.91	175	-	5.76	-3.92
after detailed placement	-43.26	353	30.5	6.65	-5.19
after CTS	-34.75	359	31.0	6.32	-4.28
final	-32.27	358	30.9	6.29	-4.05
after global placement	-42.91	353	30.5	6.66	-5.15
==> path summary, 6_finish.rpt <==
kind / end / depth (start not counted) / slack, ns
hold / removal: result[0] / 4 / 6.29
setup / recovery: zroflg / 39 / -4.05
==> logic make-up after synthesis <==
group | after synthesis
multiplexers | 1
buffers and inverters | 98
adder cells (fa/ha/maj) | 31
AND/OR/NAND/NOR | 11
XOR/XNOR | 34
==> routing by layer <==
metal,track usage (%),vias up,routed length (µm)
met1,9.61,553,2040
li1,-,606,-
met2,13.0,58,2370
met3,3.04,0,534
met5,0,-,0
met4,0,0,0
==> layout by cell type, fill, tap and decap left out, types with 2 or more instances in the layout <==
| cell | Yosys | routed |
|---|---|---|
| fa_2 | 0 | 31 |
| buf_6 | 0 | 6 |
| xnor2_1 | 32 | 28 |
| buf_4 | 32 | 8 |
| xor2_1 | 2 | 2 |
| buf_2 | 3 | 14 |
| inv_1 | 62 | 54 |
| nand4_1 | 6 | 6 |
| clkdlybuf4s50_1 | 0 | 81 |
| xnor2_2 | 0 | 3 |
| inv_2 | 0 | 8 |
==> timing repair <==
item	in CTS	in global routing
gates resized	78	6
endpoints found under the setup margin	16	15
pin swaps	9	4
hold buffers	0	0
setup buffers	6	1
==> critical path: cells and delay by family <==
family	cells	cell delay (ns)
adders and majority gates	31	11.23
and+or+nand+nor	3	0.71
buffers and inverters	4	0.36
xor gates and xnor gates	1	0.13
No activity file was given, so power comes from the tool's default toggle rates.
